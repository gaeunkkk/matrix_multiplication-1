`./config.mk`:
```
export PLATFORM = sky130hd
export DESIGN_NAME = Mat_mult
export DESIGN_NICKNAME = Mat_mult
export VERILOG_FILES = /design/flow/design.v
export SDC_FILE = /design/flow/constraint.sdc
export NUM_CORES = 4
export LEC_CHECK = 1
export CORE_UTILIZATION = 30
```
`./constraint.sdc`:
```
current_design Mat_mult

set clk_period 7.6
set clk_io_pct 0.2

create_clock -name clk0 -period $clk_period

set non_clock_inputs [all_inputs -no_clocks]
set_input_delay [expr $clk_period * $clk_io_pct] -clock clk0 $non_clock_inputs
set_output_delay [expr $clk_period * $clk_io_pct] -clock clk0 [all_outputs]
```
`./run.sh`:
```
#!/bin/bash
# OpenROAD 26Q1-2900-gdf79404cd8, Yosys 0.63+post, stock flow scripts
make -C /OpenROAD-flow-scripts/flow DESIGN_CONFIG=/design/flow/config.mk WORK_HOME=/design/flow/orfs finish
```
`./design.v`:
```
module Mat_mult(A,B,Res);
    input [31:0] A;
    input [31:0] B;
    output [31:0] Res;
    reg [31:0] Res;
    reg [7:0] A1 [0:1][0:1];
    reg [7:0] B1 [0:1][0:1];
    reg [7:0] Res1 [0:1][0:1]; 
    integer i,j,k;
    always@ (A or B)
    begin
        {A1[0][0],A1[0][1],A1[1][0],A1[1][1]} = A;
        {B1[0][0],B1[0][1],B1[1][0],B1[1][1]} = B;
        i = 0;
        j = 0;
        k = 0;
        {Res1[0][0],Res1[0][1],Res1[1][0],Res1[1][1]} = 32'd0;  
        for(i=0;i < 2;i=i+1)
            for(j=0;j < 2;j=j+1)
                for(k=0;k < 2;k=k+1)
                    Res1[i][j] = Res1[i][j] + (A1[i][k] * B1[k][j]);
        Res = {Res1[0][0],Res1[0][1],Res1[1][0],Res1[1][1]};            
    end 
endmodule
module tb;
    reg [31:0] A;
    reg [31:0] B;
    wire [31:0] Res;
    Mat_mult uut (
        .A(A), 
        .B(B), 
        .Res(Res)
    );
    initial begin
        A = 0;  B = 0;  #100;
        A = {8'd1,8'd2,8'd3,8'd4};
        B = {8'd5,8'd6,8'd7,8'd8};
    end
endmodule
```
==> changes_impl.md <==
## Flow update

- Outcome: finished clean
- Fraction of the cycle the final worst path needs: 98.2%
- Tightest hold margin: 3920 ps
- Worst Setup End Kind: primary output
- Worst hold path type: input pin to primary output
- Crit path DRT: 6080 ps
- Slew HR: approximately two thirds
- Post-DP HPWL: between 15 and 20 mm
- First-pass GRT wire length: approximately 35 mm
- Met1 usage: 25.3%
- Seq share, synth: 0%
- P_leak: 5.45 nW
- Antenna diode count: 0
- Routed WL: 22.3 mm
- Routed vias: 6459
- Crit path max-delay cell type: fa_1
- Area delta synth->final: 38.1%
- Hold Vio Cnt, Final: 0
- Final setup violation count: 0
- CP max FO: 6
- PnR worst setup slack: around 140 ps
- GRT Residual Overflow: 0
- FP Util: 30.9%
- Placed insts: 1425
- Avg WL per Cell: 15.2 um
- Vias in the first global route: 6665
- Worst path top cell family by delay: adder cells
- Top cells by area: fa_1, ha_1, and2_1
- CLK BUF: 0
- Max_cap viols: 0
- Chip area: 26900 um2
- Worst slack, placed: -890 ps
- Simple-gate area share of the yosys netlist: a little under a fifth
- Fraction of layout cells with a size suffix above 1: 26.8%
- WP buf/inv: 4
- Met2 Use GR: 28.4%
- Worst Setup Start Kind: input pin
- Synth area leader: fa_1
- Global route hottest layer: met2
- CTS Hold Bufs: 0
- Design Power: 2.87 mW
- Chip Area, Yosys: 7880 um2
- Crit-path cells: clkdlybuf4s15_2 > buf_6 > buf_4 > and2_1 > fa_1 > ha_1 > ha_1 > fa_1 > fa_1 > fa_1 > ha_1 > a21oi_1 > o21bai_1 > a21oi_2 > xnor3_1 > clkbuf_2
- Warnings, synthesis: 4
- Hold-critical path endpoint: Res[0]
- RD Place Congestion: just over 0.9
- Worst Max-Slew Pin Slew: roughly 490 ps
- Avg Cell Area, Syn: just under 9 um2
- DRT iter0 DRCs: 167
- Ao+oa area frac: roughly 1.5%
- Hold path depth: 4
- Core region area: 25500 um2
- Worst path most repeated cell: fa_1
- DR pass1 iterations: 5
- Most numerous logic cell after layout: inv_1
- CP max stage delay: ~560 ps
- Xor/xnor cell area share of the yosys netlist: 15.7%
- Min Tclk post-route: ~7500 ps
- Cell row count: about 58
- Most instantiated logic cells after routing: inv_1, and2_1, nand2_1
- Crit path kind: input pin to primary output
- Antenna violations before repair: 0
- Largest net degree at the start of global routing: 16
- GRT met3 Usage: under 10%
- Vias/cell: around 4.4
- Non-filler cells, final: 1471
- DRC Markers: 0
- Die width: 164 um
- Sequential standard cell area: 0 um2
- Die Height: 164 um
- Max Fclk: 0.134 GHz
- I/O pin cnt: 96
- Power per cell area: approximately 260 nW/um2
- Peak supply drop: approximately 360 uV
- Number of port buffers: 96
- Syn Inst Count: just over 900
- Share of the synthesized area in the top cell type: 31.5%
- Netlist Area Pre-Place: 7880 um2
- Unique cell types: 16
- Number of cells in Yosys stat: 910
- Logic family by area: adder cells
- Area fraction in mux cells: 0%
- Num sequential: 0
- All-Layer GR Usage: between 10% and 20%
- Hold Startpoint: A[8]
- CP Data Arrival Time: 5940 ps
- Adder-cell share of the synthesized area: 53.7%
- OpenROAD warning count: 33
- Final Max Slew Viols: 0
- Post-route ant nets: 0
-- stage by stage --
stage	setup TNS [ps]	area [um2]	utilization, %
3_5_place_dp	-6480	10100	39.6
2_1_floorplan	0	7880	-
6_report	0	10900	42.7
4_1_cts	-231	10600	41.6
5_1_grt	-41.0	10900	42.7
3_3_place_gp	-6330	10100	39.6
-- timing repair --
item | CTS | global route
gates resized | 242 | 99
buffers inserted | 39 | 14
endpoints found under the setup margin | 13 | 11
cloned | 2 | 0
pin swaps | 79 | 89
-- worst max-delay path by stage --
stage | to | slack, ps | cells after the start | from
6_report | Res[31] | 140 | 16 | A[25]
4_1_cts | Res[31] | -180 | 17 | A[20]
5_1_grt | Res[31] | -30 | 19 | A[21]
-- cell families after synthesis --
family	after synthesis
compound gates	20
xor+xnor	116
buf+inv	214
simple gates	296
fa+ha+maj	264
-- where the power goes --
part	total, mW	internal (mW)	switching, mW
Sequential	0	0	0
Combinational	2.87	1.74	1.13
Clock	0	0	0
Total	2.87	1.74	1.13
-- metal layers --
layer | up-vias | wire [um]
met1 | 3087 | 9830
li1 | 3162 | -
met2 | 190 | 10300
met4 | 0 | 338
met5 | - | 0
met3 | 20 | 1810
-- synthesized netlist by cell type --
cell type and instances:
a21oi_1 12, xnor3_1 16, nor2_1 8, o21bai_1 4, xor2_1 21, ha_1 140, and2_1 145, buf_4 1
clkbuf_2 3, xnor2_1 79, buf_2 3, clkbuf_1 27, fa_1 124, a21o_1 4, nand2_1 143, inv_1 180
-- final cells by class --
class	instances	area, um2
multi-input cells	696	7470
repair buffers	265	2320
inverters	180	676
well taps	330	413
fillers	2374	14600
Power is estimated from default activity; no workload was simulated.
